### config.mk
export PLATFORM = sky130hd
export DESIGN_NAME = bcd_adder
export DESIGN_NICKNAME = bcd_adder
export VERILOG_FILES = /design/flow/design.v
export SDC_FILE = /design/flow/constraint.sdc
export NUM_CORES = 4
export LEC_CHECK = 1
export CORE_AREA = 10 10 70 70
export DIE_AREA = 0 0 80 80
export SYNTH_HDL_FRONTEND = slang
### run.sh
#!/bin/bash
# OpenROAD 26Q1-2900-gdf79404cd8, Yosys 0.63+post, stock flow scripts
make -C /OpenROAD-flow-scripts/flow DESIGN_CONFIG=/design/flow/config.mk WORK_HOME=/design/flow/orfs finish
### design.v
module adder4 (InputX, InputY, CI, CO, Sum);
	input [3:0] InputX, InputY;
	input CI;
	output CO;
	output [3:0] Sum;
wire [2:0] c;
full_adder f1 (Sum[0], c[0], CI, InputX[0], InputY[0]);
full_adder f2 (Sum[1], c[1], c[0], InputX[1], InputY[1]);
full_adder f3 (Sum[2], c[2], c[1], InputX[2], InputY[2]);
full_adder f4 (Sum[3], CO, c[2], InputX[3], InputY[3]);
endmodule
module	full_adder(sum, cout, cin, inp1, inp2);
input cin, inp1, inp2;
output sum, cout;
wire w1, w2, w3;
xor x1(w1, inp1, inp2);
xor x2(sum, w1, cin);
and a1(w2, inp1, inp2);
and a2(w3, w1, cin);
or o1(cout, w2, w3);
endmodule
module bcd_adder (cin, A, B, BCD0, BCD1); 
input cin; 
input [3:0] A, B; 
output [3:0] BCD0, BCD1; 
wire [4:0]sum; 
wire [3:0] remainder; 
wire overflow; 
wire Cout, Least_bit_bcd1; 
adder4 first(A, B, cin, sum[4], sum[3:0]); 
assign overflow = (sum > 5'd9); 
adder4 second (sum[3:0], 4'b0110, 1'b0, Least_bit_bcd1, remainder); 
assign BCD0   = overflow? remainder : sum; 
assign BCD1  = overflow? 4'b0001 : 4'b0000; 
endmodule 
### constraint.sdc
current_design bcd_adder

set clk_period 6.5
set clk_io_pct 0.2

create_clock -name clk0 -period $clk_period

set non_clock_inputs [all_inputs -no_clocks]
set_input_delay [expr $clk_period * $clk_io_pct] -clock clk0 $non_clock_inputs
set_output_delay [expr $clk_period * $clk_io_pct] -clock clk0 [all_outputs]
==> flow_summary.ini <==
; yosys + openroad results
[status]
status = finished, final reports clean

[synth]
synthesis.area_um2 = 236.5
synth.distinct_cells = 16
synthCells = 31
top_area_cell = fa_1
ys_cells = 31
yosysWarningCount = 0
synth_area_per_cell_um2 = 7.628
ys_top_cells_by_count = inv_1, buf_4, fa_1
yosys.cell_count.top_type = inv_1
yosysChipArea_um2 = 236.5
area_leaders = fa_1, buf_4, inv_1, ha_1, o21ai_0
netlist.area_leader.share_pct = 33.86
ys_seq_share_pct = 0

[pwr]
leakage_nw = 0.1757
ir_drop_mv = 0.03637
powerDensity_nw_per_um2 = 119.9

[cells_and_area]
seq_cell_count = 0
area_growth_pct = 74.07
flop_area_um2 = 0
drive_gt1_share_pct = 0
final_cell_area_um2 = 411.6
finish.utilization_pct = 12.05
nClkBuffers = 0

[floorplan]
io_pins = 17
core_area_um2 = 3416
fp_util_pct = 6.923
die_y_um = 80
rows = 21
die_area_um2 = 6400
die_w_um = 80

[grt]
grtUsageTotal_pct = 1.787
grt_pass1_vias = 229
antenna_found_initial = 0
grt_overflow = 0
grt_start_max_net_pins = 7
grt_pass1_wl_um = 972

[timing]
fmax_mhz = 179.7
fin_hold_ws_ns = 3.816
finalClockPeriodUsage_pct = 85.60
setup_tns_ns = 0
drv_slew = 0
fin_crit_ns = 5.564
rsz0062_at_grt = false
setup_viol = 0
hold_violations = 0

[placement]
placed_area_um2 = 411.6
port_buffers = 14
dp_hpwl_um = 590.5
gp_congestion = 0.6437

[route]
routed_wirelength_um = 626
drtAntennaViolNets = 0
via_per_inst = 2.416
drt-pass1-iter-count = 3
routed-via-count = 215
diodes = 0
drt-initial-drc-count = 4
drc = 0
wl_per_cell_um = 7.034

[clocking]
cts_setup_buffers = 0
cts_hold_buf = 0
cts_resized = 0

[critical_path]
cp.required_ns = 5.20
worstPathArrival_ns = 4.26
start_kind = input pin
worstSetupPathType = in2out
endpoint = BCD0[2]
startpoint = A[0]
critPathCaptureType = output pin
crit_fanout = 4

[run]
tool_warnings = 32
drv_cap = 0

[hold_path]
hp-class = in2out
## routing by layer
metal	track usage (%)	up-vias	share of wire, %
met5	0	-	0
met4	0	0	0
met3	0.6818	0	8.9
met2	3.050	11	45
met1	2.209	84	46
li1	-	120	-
## worst max-delay path, cell delays in order
cell and delay [ns]:
clkdlybuf4s50_1 0.48, fa_1 0.17, inv_1 0.05, fa_1 0.37, fa_1 0.50, ha_1 0.25
nor2b_1 0.17, a211o_1 0.27, a32oi_1 0.20, clkdlybuf4s50_1 0.50
## cell type report
cell class	instances	area, um^2
multi-input combinational	21	183.9
inverter	8	30.03
fill	408	3004
timing repair buffer	14	140.1
tap	46	57.56
## worst min-delay path by stage
stage	end	cells past startpoint	slack [ns]	startpoint
CTS	BCD0[2]	5	3.83	B[2]
global route	BCD0[0]	3	3.91	cin
finish	BCD0[2]	5	3.82	B[2]
## stage by stage
step	cells	worst slack [ns]	total power, W
floorplan	33	2.036	0.00002535
global placement	89	0.9531	0.00004960
detailed placement	89	0.9413	0.00005029
CTS	89	0.9274	0.00005060
global route	89	0.7597	0.00005541
finish	89	0.9358	0.00004935
## layout by cell type (no fill, tap or decap), drive strengths merged
cell type / count
nor2b: 1
inv: 8
and3: 1
fa: 4
ha: 1
a32oi: 1
o31ai: 1
a211o: 1
a2bb2oi: 1
nor2: 1
nand2: 2
a21oi: 1
conb: 3
a211oi: 1
clkdlybuf4s50: 14
o21ai: 2
## cells by family after synthesis
family,share of synthesized area (%)
AND-OR/OR-AND,23.81
adder cells (fa/ha/maj),39.15
buffers and inverters,25.40
other,1.586
AND/OR/NAND/NOR,10.06
## power by group
group | internal (W) | switching (W)
Combinational | 0.0000310 | 0.0000184
Clock | 0 | 0
Sequential | 0 | 0
Total | 0.0000310 | 0.0000184
Power and IR drop assume default switching activity.
