==> ./run.sh <==
#!/bin/bash
# OpenROAD 26Q1-2900-gdf79404cd8, Yosys 0.63+post, stock flow scripts
make -C /OpenROAD-flow-scripts/flow DESIGN_CONFIG=/design/flow/config.mk WORK_HOME=/design/flow/orfs finish
==> ./config.mk <==
export PLATFORM = sky130hd
export DESIGN_NAME = RegisterFile
export DESIGN_NICKNAME = RegisterFile
export VERILOG_FILES = /design/flow/design.v
export SDC_FILE = /design/flow/constraint.sdc
export NUM_CORES = 4
export LEC_CHECK = 1
export CORE_AREA = 10 10 107 107
export DIE_AREA = 0 0 117 117
export SYNTH_HDL_FRONTEND = slang
==> ./constraint.sdc <==
current_design RegisterFile

set clk_period 4.5
set clk_io_pct 0.2

create_clock -name clk0 -period $clk_period [get_ports {clk}]

set non_clock_inputs [all_inputs -no_clocks]
set_input_delay [expr $clk_period * $clk_io_pct] -clock clk0 $non_clock_inputs
set_output_delay [expr $clk_period * $clk_io_pct] -clock clk0 [all_outputs]
==> ./design.v <==
module EightbitRegister(
	input wire [7:0] D,
	input wire clock, 
	input wire En,
	output reg [7:0] Q
);
	always @(posedge clock) begin
		if (En) begin
			Q <= D;
		end
	end
endmodule
module RegisterFile(
	input wire clk,
	input [2:0] read_addr0,
	input [2:0] read_addr1,
	input wire [2:0] write_addr,
	input wire [7:0] write_data,
	input wire write_enable,
	output reg [7:0] read_data0,
	output reg [7:0] read_data1
);
	reg [7:0] registerIn;
  	EightbitRegister regs0 (
    	.D(write_data),
    	.clock(clk),
    	.En(write_enable),
    	.Q(registerIn[0])
  	);
	EightbitRegister regs1 (
    	.D(write_data),
    	.clock(clk),
    	.En(write_enable),
    	.Q(registerIn[1])
  	);
	EightbitRegister regs2 (
    	.D(write_data),
    	.clock(clk),
    	.En(write_enable),
    	.Q(registerIn[2])
  	);
	EightbitRegister regs3 (
    	.D(write_data),
    	.clock(clk),
    	.En(write_enable),
    	.Q(registerIn[3])
  	);
	EightbitRegister regs4 (
    	.D(write_data),
    	.clock(clk),
    	.En(write_enable),
    	.Q(registerIn[4])
  	);
	EightbitRegister regs5 (
    	.D(write_data),
    	.clock(clk),
    	.En(write_enable),
    	.Q(registerIn[5])
  	); 
	EightbitRegister regs6 (
    	.D(write_data),
    	.clock(clk),
    	.En(write_enable),
    	.Q(registerIn[6])
  	);
	EightbitRegister regs7 (
    	.D(write_data),
    	.clock(clk),
    	.En(write_enable),
    	.Q(registerIn[7] )
  	);
reg write_signal;  
always @(*) begin
    write_signal = write_enable;  
    if (write_enable) begin
        case (write_addr)
            3'b000: write_signal = 1'b1;  
            3'b001: write_signal = 1'b1;
            3'b010: write_signal = 1'b1;
            3'b011: write_signal = 1'b1;
            3'b100: write_signal = 1'b1;
            3'b101: write_signal = 1'b1;
            3'b110: write_signal = 1'b1;
            3'b111: write_signal = 1'b1;
            default: write_signal = 1'b0;  
        endcase
    end
end
always @(*) begin
    case (read_addr0)
        0: read_data0 = (write_signal && (write_addr == 3'b000)) ? write_data : registerIn[0];
        1: read_data0 = (write_signal && (write_addr == 3'b001)) ? write_data : registerIn[1];
        2: read_data0 = (write_signal && (write_addr == 3'b010)) ? write_data : registerIn[2];
        3: read_data0 = (write_signal && (write_addr == 3'b011)) ? write_data : registerIn[3];
        4: read_data0 = (write_signal && (write_addr == 3'b100)) ? write_data : registerIn[4];
        5: read_data0 = (write_signal && (write_addr == 3'b101)) ? write_data : registerIn[5];
        6: read_data0 = (write_signal && (write_addr == 3'b110)) ? write_data : registerIn[6];
        7: read_data0 = (write_signal && (write_addr == 3'b111)) ? write_data : registerIn[7];
        default: read_data0 = 8'bxxxxxxxx; 
    endcase
end
always @(*) begin
    case (read_addr1)
        0: read_data1 = (write_signal && (write_addr == 3'b000)) ? write_data : registerIn[0];
        1: read_data1 = (write_signal && (write_addr == 3'b001)) ? write_data : registerIn[1];
        2: read_data1 = (write_signal && (write_addr == 3'b010)) ? write_data : registerIn[2];
        3: read_data1 = (write_signal && (write_addr == 3'b011)) ? write_data : registerIn[3];
        4: read_data1 = (write_signal && (write_addr == 3'b100)) ? write_data : registerIn[4];
        5: read_data1 = (write_signal && (write_addr == 3'b101)) ? write_data : registerIn[5];
        6: read_data1 = (write_signal && (write_addr == 3'b110)) ? write_data : registerIn[6];
        7: read_data1 = (write_signal && (write_addr == 3'b111)) ? write_data : registerIn[7];
        default: read_data1 = 8'bxxxxxxxx; 
    endcase
end
endmodule
==> CHANGELOG.md <==
## Implementation

- Largest stage delay, worst path: 0.65 ns
- DIE AREA: 13700 sq um
- Simple-Gate Fraction of Synth Area: 46.4%
- Unrepaired setup endpoints after global routing: false
- Max FO, Critical Path: 13
- EDFF count, synth: 1
- Die height: 117 um
- Vias/cell: 3.07
- Largest net degree at the start of global routing: 16
- Met1 Usage GRT: 3.08%
- Final Wtd Congestion: 0.774
- DRT antenna net count: 0
- Layout cell share with drive strength beyond 1: 7.92%
- Max_cap viols: 0
- Final Cycle Share: 87.3%
- Multi-input gate area: 464 sq um
- YS chip area: 561 sq um
- Core Area: 9200 sq um
- VDD IR max: 0.0102 mV
- CTS Hold Bufs: 0
- Max Clk Rate: 255 MHz
- Fa+ha+maj area frac: 0%
- GRT busiest layer: met2
- Tmin final: 3.93 ns
- Slew at the pin closest to its max-slew limit: 0.527 ns
- Rel. slew slack: 64.8%
- Post-CTS resize count: 0
- Total grt overflow: 0
- Tot GR Track Use: 2.92%
- Routed wire per std cell: 10.5 um
- Unique cell types: 37
- FF/Latch Area: 30.0 sq um
- IO Pins: 35
- CP cell instances: clkdlybuf4s50_1 > nand4bb_1 > o22a_1 > o32ai_1 > a2bb2oi_1 > clkdlybuf4s50_1
- Critical Setup Path Class: in2out
- CP max stage cell: clkdlybuf4s50_1
- DRC viols: 0
- Top logic family: simple AND/OR/NAND/NOR gates
- Total number of vias: 650
- Vias in the first global route: 609
- # fillers: 1056
- Sequential area share after synthesis: 5.36%
- Die X: 117 um
- GRT met2 Usage: 5.21%
- WP data arrival: 3.03 ns
- XOR Share, Synth: 12.3%
- Fin. max-slew vios: 0
- Setup TNS: 0 ns
- Setup violators final: 0
- FP Util: 6.10%
- Biggest register: regs7.Q
- First-pass GRT wire length: 3.24 mm
- Seq cells post-synth: 1
- Async SR Flop Fraction: 0%
- Antenna cells: 0
- Number of port buffers: 34
- Syn. warnings: 0
- Initial antenna violation count: 0
- Registers with the most flip-flops: regs7.Q: 1 flops
- Met3 GRT Util: 1.70%
- PwrDens: 78.1 nW/um^2
- Avg Synthesized Cell Area: 7.57 sq um
- Syn Std Cell Area: 561 sq um
- DPL Wire Length: 1.93 mm
- Synth mux share: 3.57%
- Dominant Register Cell: edfxtp_1
- First-iteration detailed-routing DRC count: 12
- Ao+oa area frac: 20.5%
- Fin cells: 212
- Layout area overhead: 75.0%
- Synth Instances: 74
- Worst endpoint required time: 3.60 ns
- Worst min path class: in2reg
- Drt first pass iters: 4
- Setup Buffers After CTS: 0
- Setup crit end kind: primary output
- DP Cell Count: 212
- Final Hold Fails: 0
- LEAKAGE: 0.000304 uW
- Setup crit start kind: primary input
- Final wirelength: 2.22 mm
- Outcome: finished, final reports clean
- Cell mode on critical path: clkdlybuf4s50_1
- OpenROAD warning count: 28
- Clock transition at the registers of the reported paths: 0 ns
- Yosys Instances: 74
- Rows: 35
- Number of flip-flops in the largest register: 1
-- kinds of logic after synthesis --
logic type | count (synthesis)
buf+inv | 9
xor+xnor | 7
compound gates | 15
mux | 2
simple gates | 40
flops | 1
-- per-layer routing --
layer	share of wire, %	up-vias
li1	-	322
met1	37	299
met2	45	29
met3	18	0
met4	0	0
met5	0	-
-- cell type report --
type,count,share of cell area (%)
multi-input combinational,64,47.3
tap,111,14.2
sequential,1,3.06
inverter,2,0.765
timing repair buffer,34,34.7
-- critical path, delay by kind of cell --
kind	cells	cell delay [ns]
and+or+nand+nor	1	0.34
buffers and inverters	2	1.14
AOI/OAI and AO/OA	3	0.65
-- cells in the mapped netlist (all sizes together), types with 2 or more instances --
| master | instances | area (sq um) |
|---|---|---|
| a21oi | 3 | 15.0 |
| and2 | 13 | 81.3 |
| buf | 7 | 58.8 |
| inv | 2 | 7.51 |
| mux2i | 2 | 20.0 |
| nand2 | 4 | 15.0 |
| nand2b | 2 | 12.5 |
| nand3 | 2 | 10.0 |
| nand4 | 2 | 12.5 |
| nand4b | 2 | 17.5 |
| nor2 | 5 | 18.8 |
| nor3 | 2 | 20.0 |
| o21ai | 3 | 15.0 |
| xnor2 | 2 | 17.5 |
| xor2 | 5 | 51.3 |
-- stage by stage --
step           power, uW  utilization [%]  setup slack (ns)  area, sq um  hold WS (ns)
6_report            76.6             10.7             0.572          981          1.60
4_1_cts             77.7             10.7             0.538          981          1.60
5_1_grt             83.3             10.7             0.408          981          1.61
3_5_place_dp        77.5             10.7             0.548          981          1.61
2_1_floorplan       46.6                -              1.85          561         0.999
3_3_place_gp        77.2             10.7             0.544          981          1.60
-- where the power goes --
group	internal (uW)	total, uW	switching, uW
logic	37.6	64.5	26.9
registers	11.3	12.1	0.771
clock network	0	0	0
total	48.9	76.6	27.6
-- worst paths after layout --
kind | start | endpoint | slack [ns] | cells after the start
worst max-delay path | write_addr[1] | read_data0[0] | 0.57 | 6
worst min-delay path | write_data[0] | regs7.Q[0] | 1.60 | 1
-- placed cells by master (no fill, tap or decap), types with 2 or more instances in the layout --
cell,n
nor2_1,5
a21oi_1,3
nand4_1,2
xor2_1,4
xnor2_1,2
nand2b_1,2
mux2i_1,2
and2_1,13
clkdlybuf4s50_1,34
nand2_1,4
nand3_1,2
inv_1,2
nor3_2,2
nand4b_1,2
o21ai_0,2
Power figures rest on the tool's default switching activity, not on a simulated workload.
