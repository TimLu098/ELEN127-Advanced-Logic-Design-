==> /design/flow/design.v <==
module Controller(
  input clk,       
  input reset,        
  input [1:0] stick,  
  output reg L_outer,    
  output reg L_middle,   
  output reg L_inner,    
  output reg R_inner,    
  output reg R_middle,   
  output reg R_outer     
);
reg [2:0] cs, ns;
always @(posedge clk) begin
	if (reset) cs <= 0;
	else cs<= ns;
end
always @(*) begin
  case (cs)
	0:	if (stick == 0) begin
			L_outer = 0;
			L_middle = 0;
			L_inner = 0;
			R_outer = 0;
			R_middle = 0;
			R_inner = 0;
			ns = 0;
		end
		else if (stick == 1) begin
			L_outer = 0;
			L_middle = 0;
			L_inner = 0;
			R_outer = 0;
			R_middle = 0;
			R_inner = 0;
			ns = 1;
		end
		else if (stick == 2) begin
			L_outer = 0;
			L_middle = 0;
			L_inner = 0;
			R_outer = 0;
			R_middle = 0;
			R_inner = 0;
			ns = 4;
		end
	1:	if (stick == 1) begin
			R_inner = 1;
			L_outer = 0;
			L_middle = 0;
			L_inner = 0;
			R_middle = 0;
			R_outer = 0;
			ns = 2;
		end
		else if (stick == 0) begin
			ns = 0;
		end
		else if (stick == 2) begin
			ns = 4;
		end
	2:	if (stick == 1) begin
			R_middle = 1;
			L_outer = 0;
			L_middle = 0;
			L_inner = 0;
			R_outer = 0;
			R_inner = 1;
			ns = 3;
		end
		else if (stick == 0) begin
			ns = 0;
		end
		else if (stick == 2) begin
			ns = 4;
		end
	3:	if (stick == 1) begin
			L_outer = 0;
			L_middle = 0;
			L_inner = 0;
			R_outer = 1;
			R_middle = 1;
			R_inner = 1;
			ns = 0;
		end
		else if (stick == 0) begin
			ns = 0;
		end
		else if (stick == 2) begin
			ns = 4;
		end
	4:	if (stick == 2) begin
			L_inner = 1;
			L_outer = 0;
			L_middle = 0;
			R_outer = 0;
			R_middle = 0;
			R_inner = 0;
			ns = 5;
		end
		else if (stick == 0) begin
			ns = 0;
		end
		else if (stick == 1) begin
			ns = 1;
		end
	5:	if (stick == 2) begin
			L_inner = 1;
			L_middle = 1;
			L_outer = 0;
			R_outer = 0;
			R_middle = 0;
			R_inner = 0;
			ns = 6;
		end
		else if (stick == 0) begin
			ns = 0;
		end
		else if (stick == 1) begin
			ns = 1;
		end
	6:	if (stick == 2) begin
			L_outer = 1;
			L_middle = 1;
			L_inner = 1;
			R_outer = 0;
			R_middle = 0;
			R_inner = 0;
			ns = 0;
		end
		else if (stick == 0) begin
			ns = 0;
		end
		else if (stick == 1) begin
			ns = 1;
		end
  endcase
end
endmodule
==> /design/flow/run.sh <==
#!/bin/bash
# OpenROAD 26Q1-2900-gdf79404cd8, Yosys 0.63+post, stock flow scripts
make -C /OpenROAD-flow-scripts/flow DESIGN_CONFIG=/design/flow/config.mk WORK_HOME=/design/flow/orfs finish
==> /design/flow/config.mk <==
export PLATFORM = sky130hd
export DESIGN_NAME = Controller
export DESIGN_NICKNAME = Controller
export VERILOG_FILES = /design/flow/design.v
export SDC_FILE = /design/flow/constraint.sdc
export NUM_CORES = 4
export LEC_CHECK = 1
export CORE_AREA = 10 10 71 71
export DIE_AREA = 0 0 81 81
export SYNTH_HDL_FRONTEND = slang
==> /design/flow/constraint.sdc <==
current_design Controller

set clk_period 1.0
set clk_io_pct 0.2

create_clock -name clk0 -period $clk_period [get_ports {clk}]

set non_clock_inputs [all_inputs -no_clocks]
set_input_delay [expr $clk_period * $clk_io_pct] -clock clk0 $non_clock_inputs
set_output_delay [expr $clk_period * $clk_io_pct] -clock clk0 [all_outputs]
==> changes_impl.md <==
### Metrics

* Setup TNS at 0 ns
* Fill cell count at roughly 400
* Endpoints left unconstrained at 15
* Final setup vio count at 0
* 1st-pass router iterations at 3
* Fmax at around 1500 MHz
* Mapped Avg Cell Area at roughly 8.8 um^2
* Top cells by area: dlxtp_1, dfxtp_1, nand2b_1, nor2b_1, nor2_1
* Pleak at 0.207 nW
* Slew of the pin with the lowest slew margin at 0.431 ns
* CTS tree: built
* First-pass GRT wire length at 1.35 mm
* Cell count after synthesis at 45
* Place WS at 0.113 ns
* Largest net degree at the start of global routing at 16
* CTS resizes at 0
* Worst-path clk slew at ~0.03 ns
* Max VDD drop at 0.356 mV
* Total number of H-tree levels at 1
* IO Pins at 10
* Fin. max-slew vios at 0
* Fin crit share at between 60% and 70%
* Grt ovf at 0
* DIE WIDTH at just over 80 um
* RSZ-0062 raised after global routing: no
* Crit Path Category: in2reg
* Vias in the first global route at ~310
* Chip Area, Yosys at between 300 and 400 um^2
* Post-Route WL at about 860 um
* Crit start category: primary input
* Hold_buf cts at 0
* GRT Total Usage at under 10%
* Crit-path cells: clkdlybuf4s50_1, nor2b_1
* Synthesized cell area at 397 um^2
* Cell family with most CP delay: buffers and inverters
* CP Buf/Inv Count at 1
* Minimum clock period at between 0.6 and 0.7 ns
* Floorplan utilization at between 10% and 20%
* Post-synth top area cell: dlxtp_1
* Initial drt markers at 8
* Register pins left without a clock at 9
* Synthesized registers at 12
* Yosys cell types at 23
* Top cells by count: dlxtp_1, nor2_1, dfxtp_1, nand2b_1, nor2b_1
* Rows at 22
* Dpl hpwl at 644 um
* Port bufs at 9
* Total Power at a little under 0.6 mW
* Ys Warns at 0
* Max-Cap Viols at 0
* Required time at the worst-slack endpoint at 1.10 ns
* Vias/cell at 3.13
* Final hold slack at 0.587 ns
* Antenna violations before repair at 0
* Final worst setup slack at ~0.32 ns
* Maximum clock path buffer count at 2
* Area leader share at ~34%
* Die height at 81 um
* Slowest CP cell: clkdlybuf4s50_1
* Share of layout cells above drive strength 1 at between 7 and 8%
* Per-cell routed wire length at slightly above 8 um
* Crit path arrival time at 0.77 ns
* Number of diodes at 0
* Synthesis-to-finish area growth at 43.5%
* Setup Fix Bufs, Post-CTS at 0
* OpenROAD warning count at 25
* Drt drc at 0
* EDFF count, synth at 0
* Power Density at 1040 nW/um^2
* Fin. Hold Viols at 0
* Routability Congestion at 0.672
* Cts bufs inserted at 3
* Yosys top cell by instances: dlxtp_1
* DR vias at 322
* Async set or reset register ratio after synthesis at 0%
* Root Driver: clkbuf_8
* Slew Limit Headroom at 71.3%
* Setup crit end kind: flip-flop
* Top_reg_cell synth: dlxtp_1
* Critical-path maximum fanout at 3
* Status: completed
* CORE AREA at roughly 3600 um^2
* ANT nets after route at 0
* HP Class: in2reg
* Cells in synth_stat.txt at roughly 45
* Die area at 6560 um^2
* Max incr delay on CP at just over 0.5 ns
-- through the flow --
step / std cells / utilization, % / area [um^2]
3_3_place_gp: 99 / 14.4 / 524
6_report: 103 / 15.7 / 569
4_1_cts: 103 / 15.7 / 569
3_5_place_dp: 99 / 14.4 / 524
2_1_floorplan: 45 / - / 397
5_1_grt: 103 / 15.7 / 569
-- cell families (layout without fill, tap and decap cells) --
kind of cell	after synthesis	after routing	synth area share, %
and+or+nand+nor	19	19	27.1
AOI/OAI and AO/OA	9	9	14.8
latches	9	9	34.1
buffers and inverters	4	14	6.62
DFF	3	3	15.1
xor gates and xnor gates	1	1	2.21
-- routing by layer --
layer	track usage, %	up-vias	wire length [um]
li1	-	171	-
met2	4.54	6	439
met5	0	-	0
met4	0.519	0	0
met1	2.74	145	354
met3	1.22	0	62
-- cells in the final DEF (no fill, tap or decap), drive strengths merged --
cell type	instances
a21boi	1
a21oi	1
a31oi	2
a32oi	1
and2	2
clkbuf	4
clkdlybuf4s50	9
dfxtp	3
dlxtp	9
inv	1
nand2	2
nand2b	3
nand4	1
nor2	4
nor2b	3
nor3	1
nor3b	2
o21ai	3
o22ai	1
or3b	1
xor2	1
-- worst paths after layout --
kind / from / to / slack, ns / depth (start not counted)
max: reset / cs[0]$_SDFF_PP0_ / 0.32 / 2
min: reset / cs[2]$_SDFF_PP0_ / 0.59 / 2
-- where the power goes --
group	total [mW]	switching (mW)	leakage [nW]	internal [mW]
combinational	0.0709	0.0308	0.0924	0.0400
sequential	0.176	0.0169	0.0916	0.159
clock	0.346	0.0750	0.0228	0.271
-- sequential cells by signal, indices dropped and copies added, names as in the netlist --
register / count
L_inner: 1
L_middle: 1
L_outer: 1
R_inner: 1
R_middle: 1
R_outer: 1
cs: 3
ns: 3
-- cell type report --
cell class	instances	area (um^2)	share of cell area, %
flip-flops and latches	12	195	34.3
inverters	1	3.75	0.659
clock buffers	4	45.0	7.91
multi-input cells	29	175	30.8
repair buffers	9	90.1	15.8
well taps	48	60.1	10.5
Power figures rest on the tool's default switching activity, not on a simulated workload.
